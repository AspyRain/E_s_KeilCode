==> design.v <==
module kalman_filter(
input				rst_n,
input		[18:0]	data_in,
input				en,			 
output	reg	[18:0]	data_out
);
parameter	Q	= 19'd6;		 
parameter	R	= 19'd65;
reg	[18:0]	P		= 19'd0;
reg	[18:0]	LastP	= 19'd0;
reg	[15:0]	Kg		= 16'd0;	 
reg	[18:0]	LastOut	= 19'd0;
always @(posedge en or negedge rst_n) begin
	if(~rst_n)begin
		P		= 19'd0;
		LastP	= 19'd0;
		Kg		= 16'd0;
		LastOut	= 19'd0;
	end
	else begin
		P			= LastP + Q;	 
		Kg			= (P<<16) / (P + R);
		data_out	= (data_in>LastOut)?
					   LastOut + ((Kg * (data_in - LastOut))>>16):
					   LastOut - ((Kg * (LastOut - data_in))>>16);
		LastP		= ((16'd65535 - Kg) * P)>>16;
		LastOut		= data_out;
	end
end
endmodule
==> run.sh <==
#!/bin/bash
# OpenROAD 26Q1-2900-gdf79404cd8, Yosys 0.63+post, stock flow scripts
make -C /OpenROAD-flow-scripts/flow DESIGN_CONFIG=/design/flow/config.mk WORK_HOME=/design/flow/orfs finish
==> config.mk <==
export PLATFORM = sky130hd
export DESIGN_NAME = kalman_filter
export DESIGN_NICKNAME = kalman_filter
export VERILOG_FILES = /design/flow/design.v
export SDC_FILE = /design/flow/constraint.sdc
export NUM_CORES = 4
export LEC_CHECK = 1
export CORE_UTILIZATION = 50
==> constraint.sdc <==
current_design kalman_filter

set clk_period 13.5
set clk_io_pct 0.2

create_clock -name clk0 -period $clk_period [get_ports {en}]

set non_clock_inputs [all_inputs -no_clocks]
set_input_delay [expr $clk_period * $clk_io_pct] -clock clk0 $non_clock_inputs
set_output_delay [expr $clk_period * $clk_io_pct] -clock clk0 [all_outputs]
==> impl_metrics.yaml <==
# yosys + openroad results
outcome:
  outcome: "complete, but fails checks"
  violations: "setup timing"
final_timing:
  period_needed_ns: 28.83
  hold_violations: 0
  holdWs_ns: 0.695
  fmax_ghz: 0.0347
  worst_slack_ns: -15.33
  finalClockPeriodUsage_pct: 214
  worst_pin_slew_ns: 0.699
  rsz0062_at_grt: "true"
  fin_skew_ns: 0.00598
  finalSetupViolations: 39
  report.final.slew_viol_count: 0
  slew-limit-headroom_pct: 53.2
routing:
  routed_via_density: 5.50
  drt-total-wl_um: 71700
  antenna_left: 0
  drtIter0Drc: 1250
  drt_pass1_iterations: 5
  post-route-drc-count: 0
  wl_per_cell_um: 17.6
  diodes: 0
  dr_total_vias: 22300
flow_run:
  cap_violations: 0
  warnings: 57
global_routing:
  grt_pass1_wl_um: 116000
  grt_overflow: 0
  grt_pass1_vias: 22500
  track_usage_pct: 35.2
  grt_max_degree: 41
  antenna_found_initial: 0
placement:
  place_inst: 3874
  io_buffers: 39
  place_ws_ns: -15.23
  place_congestion: 0.981
  dp_hpwl_um: 57200
critical_path:
  r2r_start: "LastP[1]"
  worstSetupStartpointType: "register"
  reg2reg_to: "data_out[18]"
  cpPeakStageDelay_ns: 0.55
  rrSetupSlack_ns: -15.33
  crit_type: "reg2reg"
  r2r_cells: 162
  crit_end: "data_out[18]"
  critPathRequiredTime_ns: 13.54
  startpoint: "LastP[1]"
  path_max_fanout: 4
  crit_path_end_kind: "register"
  crit_slowest_cell: "or4_4"
  worstPathArrival_ns: 28.87
layout:
  stdcell_count: 4063
  fin_util_pct: 72.3
  fill_cells: 3061
  area_delta_synth_final_pct: 41.3
  drive_gt1_share_pct: 33.1
yosys:
  ys_area_um2: 21100
  yosysTopAreaCellShare_pct: 22.8
  top_cells_by_count: "inv_1, nand2_1, fa_1, ha_1, nor2_1"
  synthCells: 2687
  seq_area_frac_synth_pct: 5.32
  edf_count: 19
  top_cell: "inv_1"
  synthFlopType: "dfrtp_1"
  ys_seq_elements: 41
  syn_area_per_cell_um2: 7.84
  top_area_cell: "fa_1"
  ys_warn_count: 1
  synthDistinctLibCells: 120
  synthTopCellsByArea: "fa_1, ha_1, inv_1, nand2_1, xnor2_1"
  yosys-stat-cells: 2687
  synth_area_um2: 21100
  async_reset_ff_share_pct: 53.7
clocking:
  cts_tree: "done"
  cts_buffers: 5
  clkSinkCount: 41
  hold_buffers: 0
  root_buffer: "clkbuf_16"
  cts-root-to-sink-buffers: 2
  clk_pin_slew_ns: 0.07
  clock_latency_ns: 0.29
  cts_max_level: 2
die:
  io_pins: 40
  die_y_um: 207
  dieWidth_um: 207
  core.rowCount: 74
  initial_utilization_pct: 51.1
  dieArea_um2: 43000
  core_area_um2: 41200
hold_path:
  worstHoldPathType: "reg2reg"
layout make-up:
class / instances / area (um2) / share of cell area, %
well taps: 532 / 666 / 2.24
clock buffers: 5 / 125 / 0.420
flip-flops and latches: 41 / 1120 / 3.77
inverters: 440 / 1660 / 5.58
clock inverters: 3 / 46.3 / 0.155
multi-input cells: 2094 / 18800 / 63.1
repair buffers: 948 / 7360 / 24.7
metrics by stage:
stage | TNS [ns] | instance area, um2
after floorplan | -595.53 | 21800
after global placement | -525.54 | 27600
after detailed placement | -546.16 | 27600
after CTS | -521.64 | 29200
after global routing | -609.39 | 29800
final | -547.38 | 29800
routing by layer:
layer  up-vias  wire length, um  part of all wire (%)  global-route usage, %
met2       817            32900                    46                   55.5
met5         -                0                     0                      0
li1      10700                -                     -                      -
met3       141             5280                   7.4                   7.27
met1     10700            31300                    44                   51.3
met4         0             2190                   3.0                   8.13
repair_timing:
item / in CTS / in global routing
setup endpoints to repair: 39 / 39
gates resized: 84 / 51
gates cloned: 1 / 0
pin swaps: 83 / 94
setup buffers: 153 / 41
kinds of logic (layout without fill, tap and decap cells):
kind of cell               count (synthesis)  after routing  share of synthesized area [%]
AOI/OAI and AO/OA                        577            577                           19.3
xor gates and xnor gates                 182            182                           7.74
adders and majority gates                469            469                           36.4
buffers and inverters                    552           1396                           10.3
DFF                                       41             41                           5.32
muxes                                     36             36                           1.97
and+or+nand+nor                          830            830                           18.9
how the worst min path moves through the flow:
stage	startpoint	to	slack, ns	cells past startpoint
after CTS	LastOut[0]	LastOut[0]	0.67	3
final	LastOut[0]	LastOut[0]	0.70	3
after global routing	LastOut[0]	LastOut[0]	0.74	3
layout by cell type, fill, tap and decap left out, types with 39 or more instances in the layout:
| master | count |
|---|---|
| fa_1 | 239 |
| inv_1 | 427 |
| o21bai_1 | 39 |
| ha_1 | 211 |
| o21ai_0 | 71 |
| a21oi_1 | 116 |
| xor2_1 | 42 |
| nor3_1 | 42 |
| nor2_1 | 164 |
| buf_4 | 881 |
| xnor2_1 | 117 |
| nand2_1 | 321 |
| a21o_1 | 56 |
flip-flops by register name, indices dropped and copies added, names as in the netlist:
name	count
LastP	3
LastOut	19
data_out	19
worst max-delay path: cells and delay by family (launching register included):
family	cells	cell delay [ns]
AND-OR/OR-AND	60	10.40
XOR/XNOR	21	3.34
adder cells (fa/ha/maj)	19	5.72
buffers and inverters	18	2.05
flip-flops	1	0.43
multiplexers	5	1.31
AND/OR/NAND/NOR	39	5.33
